<file path="/design/flow/run.sh">
#!/bin/bash
# OpenROAD 26Q1-2900-gdf79404cd8, Yosys 0.63+post, stock flow scripts
make -C /OpenROAD-flow-scripts/flow DESIGN_CONFIG=/design/flow/config.mk WORK_HOME=/design/flow/orfs finish
</file>
<file path="/design/flow/config.mk">
export PLATFORM = sky130hd
export DESIGN_NAME = vending_machine
export DESIGN_NICKNAME = vending_machine
export VERILOG_FILES = /design/flow/design.v
export SDC_FILE = /design/flow/constraint.sdc
export NUM_CORES = 4
export LEC_CHECK = 1
export CORE_AREA = 10 10 70 70
export DIE_AREA = 0 0 80 80
</file>
<file path="/design/flow/constraint.sdc">
current_design vending_machine

set clk_period 1.3
set clk_io_pct 0.2

create_clock -name clk0 -period $clk_period [get_ports {clk}]

set non_clock_inputs [all_inputs -no_clocks]
set_input_delay [expr $clk_period * $clk_io_pct] -clock clk0 $non_clock_inputs
set_output_delay [expr $clk_period * $clk_io_pct] -clock clk0 [all_outputs]
</file>
<file path="/design/flow/design.v">
module vending_machine (clk,reset,coin_in_en,coin_val,PENCIL_out,money_out,extra_money);
input clk,reset,coin_in_en,coin_val;
output reg PENCIL_out,money_out,extra_money;
localparam IDLE = 3'b000;
localparam TWO_CENT = 3'b001;
localparam TEN_CENT = 3'b010;
localparam PENCIL = 3'b011;
localparam EXTRA_MONEY = 3'b100;
reg [2:0] current_state;
reg [2:0] next_state;
reg [3:0] acc_coins;
always @(posedge clk or negedge reset)
    begin
        if(!reset)
                current_state <= IDLE;
        else
                current_state <= next_state;
 end
  always @(posedge clk or negedge reset) 
    begin
    if (!reset) 
      acc_coins <= 4'b0000;
    else 
      if (coin_in_en) 
        acc_coins <= acc_coins + 1'b1;
  end
always @(*)
     begin
        case (current_state)
          IDLE: 
            if  (coin_in_en)
                 begin
                    if  (coin_val) 
                        next_state = TEN_CENT;
                     else 
                         next_state = TWO_CENT;
                 end        
            else
                next_state = IDLE;         
           TWO_CENT:
                if  (acc_coins >= 4'b0110 )
                    next_state = PENCIL;
                else 
                    next_state = TWO_CENT;
           TEN_CENT:
                if  (acc_coins >= 4'b0110 )
                    next_state = PENCIL;
                else 
                    next_state = TEN_CENT;                    
           PENCIL:
                if  (acc_coins > 4'b0110 )
                next_state = EXTRA_MONEY; 
                else 
                next_state = IDLE; 
           EXTRA_MONEY:
                    if ( (acc_coins - 2) > 0)
                    next_state = EXTRA_MONEY;
                    else
                    next_state = IDLE;
            default: 
                 next_state = IDLE;
        endcase
 end   
always @(*) 
    begin
        PENCIL_out    = 1'b0;
        money_out     = 1'b0;
        extra_money   = 1'b0;        
    case (current_state)    
       IDLE: begin
          PENCIL_out    = 1'b0;
          money_out     = 1'b0;
          extra_money   = 1'b0;
       end
       TWO_CENT:begin
          PENCIL_out    = 1'b0;
          money_out     = (acc_coins > 4'b0110) ? 1'b1 : 1'b0 ;
          extra_money   = 1'b0;      end
       TEN_CENT:begin
          PENCIL_out    = 1'b0;
          money_out     = (acc_coins > 4'b0110) ? 1'b1 : 1'b0 ;
          extra_money   = 1'b0;       end
       PENCIL:begin
          PENCIL_out    = 1'b1;
          money_out     = 1'b0;
          extra_money   = 1'b0;        end
       EXTRA_MONEY: begin
          PENCIL_out    = 1'b0;
          money_out     = 1'b1;
          extra_money   = 1'b1;       
       end
        default: begin
          PENCIL_out    = 1'b0;
          money_out     = 1'b0;
          extra_money   = 1'b0;        
        end
    endcase
 end
endmodule
</file>
==> flow_summary.ini <==
; physical design summary
[floorplan]
die-area_um2 = 6400
fp.dieH_um = 80
core_um2 = 3420
rows = 21
pin_count = 7
fp_util = 0.136
die_w_um = 80

[status]
status = finished, violations left
violations = setup timing

[drt]
totalWireLength_um = 1090
via_per_inst = 3.61
drtPass1Iterations = 4
drc = 0
diodes = 0
dr.first_iter.drc_count = 18
ant_nets = 0
vias = 422
drt-wirelength-per-cell_um = 9.32

[yosys]
ys_warn_count = 1
ys.flops = 9
ys_types = 24
synth.cell_area_um2 = 463
ys_cells = 46
synth_area_per_cell_um2 = 10.1
netlist_instances = 46
yosys-stat-area_um2 = 463
ys_seq_frac = 0.489

[timing]
max_freq_mhz = 658
fin_skew_ps = 4.38
worst_pin_slew_ps = 404
rsz0062_at_grt = true
min_period_ps = 1520
finalClockPeriodUsage = 1.17
hold_violations = 0
worst_slack_ps = -219
setup_violations = 3
drv_slew = 0
relSlewSlack = 0.730
hold_ws_ps = 297
timing.setup.tns_ps = -429

[power]
peakVddDrop_mv = 0.401
p_leak_nw = 0.346
p_per_area_nw_per_um2 = 1960
p_total_mw = 1.55

[cts]
clock_latency_ps = 260
cts.sinks = 9
htree_levels = 1
cts_root_buf = clkbuf_4
clk_pin_slew_worst_paths_ps = 60
numCtsBuffers = 3
cts_buffer_depth = 2
cts_hold_buf = 0
cts_tree = yes

[global_routing]
grt_pass1_vias = 448
grt_first_pass_wirelength_um = 1850
antenna_found_initial = 0
grt_use_total = 0.0357
grt_max_degree = 10
grt_overflow = 0

[placement]
gp_congestion = 0.729
port_buffers = 6
dp_hpwl_um = 782
place_area_um2 = 664
dp.cells = 107
pre_cts_slack_ps = -336

[critical_path]
crit_path_end_kind = output port
cp.required_ps = 1040
critical_path.max_fanout = 2
arrival_ps = 1260
start_kind = flop
worst-setup-path-type = flop to output port
rr_worst_depth = 7

[cells_and_area]
design_area_um2 = 790
finish.utilization = 0.231
drive_above_1_share = 0.451
stdcell_count = 117
area_delta_synth_final_pct = 70.5

[hold_path]
hold_class = input port to asynchronous set/reset pin

[flow_run]
drv_cap = 0
warning_count = 30
critical path: stages (launching register included):
cell,delay (ps)
dfrtp_1,380
inv_1,70
ha_2,180
inv_2,50
a31oi_4,130
o21bai_1,90
buf_2,120
state kept, by name, summed over array words and instances, names as in the netlist:
signal / cells
current_state: 5
acc_coins: 4
where the power goes:
part | internal (mW) | switching (mW)
logic | 0.519 | 0.408
clock network | 0.118 | 0.0917
registers | 0.349 | 0.0639
total | 0.986 | 0.564
kinds of logic after synthesis:
kind of cell               count (synthesis)  synth area share
and+or+nand+nor                           14             0.138
AOI/OAI and AO/OA                         10             0.159
DFF                                        9             0.489
buffers and inverters                      6            0.0486
adders and majority gates                  4             0.108
xor gates and xnor gates                   3            0.0568
path summary, 6_finish.rpt:
| path | startpoint | endpoint | slack (ps) |
|---|---|---|---|
| setup / recovery | acc_coins[0] | money_out | -220 |
| hold / removal | reset | acc_coins[3] | 300 |
| setup reg to reg | acc_coins[1] | current_state[0] | -170 |
| hold reg to reg | current_state[2] | current_state[2] | 490 |
| max in group asynchronous | reset | current_state[0] | 680 |
| min in group clk0 | current_state[2] | current_state[2] | 490 |
layout make-up:
class | instances | area, um2
clock buffer | 4 | 26.3
tap | 46 | 57.6
sequential | 9 | 228
multi-input combinational | 31 | 268
inverter | 5 | 21.3
timing repair buffer | 22 | 189
fill | 372 | 2630
routing by layer:
layer / global-route usage / part of all wire / vias to the layer above
met1: 0.0379 / 0.49 / 202
met2: 0.0626 / 0.45 / 4
met5: 0 / 0 / -
met4: 0.00880 / 0.0073 / 0
met3: 0.0159 / 0.052 / 2
li1: - / - / 214
cell usage after synthesis:
cell type,count,share of area
nand3_1,1,0.011
o21bai_1,1,0.016
clkbuf_1,1,0.0081
o311ai_1,1,0.019
ha_1,4,0.11
o2bb2ai_1,1,0.019
o21a_1,1,0.016
xnor2_1,2,0.038
dfstp_2,1,0.057
a32o_1,1,0.022
a31oi_1,1,0.014
and3_1,1,0.014
xor2_1,1,0.019
o21ai_1,1,0.011
nor2b_1,1,0.014
inv_1,5,0.041
a21oi_1,1,0.011
nor2_1,5,0.041
dfrtp_1,8,0.43
a221o_1,1,0.022
or2_1,1,0.014
nand4_1,1,0.014
nand2_1,4,0.032
o21ai_0,1,0.011
layout by cell type (no fill, tap or decap), types with 2 or more instances in the layout:
cell type	count
buf_4	12
dfrtp_1	7
nor2_1	4
nand2_1	4
buf_6	4
clkbuf_4	3
clkdlybuf4s50_1	3
inv_2	2
inv_1	2
xnor2_1	2
ha_1	2
what timing repair did:
action / in CTS / in global routing
gates cloned: 0 / 0
setup buffers: 6 / 1
pin swaps: 4 / 1
setup endpoints to repair: 7 / 6
resized: 16 / 7
Power is estimated from default activity; no workload was simulated.
